==> /design/flow/design.v <==
`timescale 1ns / 1ps
module RISC ( input [31:0]A,B,input Asel,input [15:0]add ,input clk,rst, output [31:0]mdata, output [4:0] adpc
    );
wire [15:3] adir;
wire [2:0] opcode;
wire [31:0] acout;
wire  [31:0]  alout;
wire mrd,ld_pc,inc_pc,ld_IR,ldac,ALU_setup,mwr;
decoder                 d1 (clk ,rst,mrd,ld_pc,inc_pc,ld_IR,ldac,ALU_setup,mwr );
program_counter        d2(clk,rst,ld_pc,inc_pc, adpc); 
instruction_register   d3( add, clk,ld_IR,rst,adir, opcode);
accumulator            d4( alout,A,clk,ldac,rst,Asel,acout);
arithmetic_logic_unit  d5 (ALU_setup,acout,B, opcode, clk,rst,alout);
memory                 d6 (alout,add,mrd,mwr,rst,clk, mdata);
endmodule
`timescale 1ns / 1ps
module accumulator(
    input [31:0] alout,
	 input [31:0]A,
    input clk,ldac,rst,
	 input Asel,
    output reg [31:0] acout
    );
always@ (posedge clk)
begin
if (rst)
begin
	acout <= 32'd0;
end
else if (ldac  && !rst) 
begin
	acout <= Asel ? alout : A;
end
end
endmodule
`timescale 1ns / 1ps
module arithmetic_logic_unit(
    input start,
    input [31:0] acout,
	 input [31:0] B_in,
    input [2:0] opcode,
    input clk,rst,
    output reg [31:0]  alout
    );
	 reg [5:0]ad;
	 reg [5:0]temp;
	 always@(posedge clk)
	 begin
	           if (rst && !start )
				     begin
		           	alout <= 32'd0;
                   end 						
     	       else  
			   begin
				   case({opcode})
				     3'b000:  begin alout <= 32'b0; end
				     3'b001:  begin
					              temp <= B_in[0]+B_in[1]+B_in[2]+B_in[3]+B_in[4]+
									          B_in[5]+B_in[6]+B_in[7]+B_in[8]+B_in[9]+
												 B_in[10]+B_in[11]+B_in[12]+B_in[13]+B_in[14]+
												 B_in[15]+B_in[16]+B_in[17]+B_in[18]+B_in[19]+
												 B_in[20]+B_in[21]+B_in[22]+B_in[23]+B_in[24]+
												 B_in[25]+B_in[26]+B_in[27]+B_in[28]+B_in[29]+
												 B_in[30]+B_in[31];
                               case(temp)
                               6'd0  : alout<=32'h00000000;
										 6'd1  : alout<=32'h00000001;
										 6'd2  : alout<=32'h00000003;
										 6'd3  : alout<=32'h00000007;
										 6'd4  : alout<=32'h0000000f;
										 6'd5  : alout<=32'h0000001f;
										 6'd6  : alout<=32'h0000003f;
										 6'd7  : alout<=32'h0000007f;
										 6'd8  : alout<=32'h000000ff;
										 6'd9  : alout<=32'h000001ff;
										 6'd10 : alout<=32'h000003ff;
										 6'd11 : alout<=32'h000007ff;
										 6'd12 : alout<=32'h00000fff;
										 6'd13 : alout<=32'h00001fff;
										 6'd14 : alout<=32'h00003fff;
										 6'd15 : alout<=32'h00007fff;
										 6'd16 : alout<=32'h0000ffff;
										 6'd17 : alout<=32'h0001ffff;
										 6'd18 : alout<=32'h0003ffff;
										 6'd19 : alout<=32'h0007ffff;
										 6'd20 : alout<=32'h000fffff;
										 6'd21 : alout<=32'h001fffff;
										 6'd22 : alout<=32'h003fffff;
										 6'd23 : alout<=32'h007fffff;
										 6'd24 : alout<=32'h00ffffff;
										 6'd25 : alout<=32'h01ffffff;
										 6'd26 : alout<=32'h03ffffff;
										 6'd27 : alout<=32'h07ffffff;
										 6'd28 : alout<=32'h0fffffff;
										 6'd29 : alout<=32'h1fffffff;
										 6'd29 : alout<=32'h3fffffff;
										 6'd30 : alout<=32'h7fffffff;
										 6'd31 : alout<=32'hffffffff;
										  endcase										  
									end
				     3'b010: begin  alout <= acout + B_in; end
				     3'b011: begin  alout <= acout - B_in; end
				     3'b100: begin  alout <= acout | B_in; end
				     3'b101: begin  alout <= acout & B_in; end
				     3'b110: begin  alout <= acout ^ B_in; end
				     3'b111: begin alout <= alout; end   
					endcase
				end
end
endmodule
`timescale 1ns / 1ps
module decoder(
    input clk ,rst,
    output reg MRd,ld_pc,Inc_pc,ld_IR,Ld_acc,ALU_setup,Mwr
    );
	 reg [2:0]count;
	 always@ (posedge clk)
	 begin
	        if(rst)
              begin
				       count<=1'b0;
				  end 
	         else
               begin
                    count<=count+1'b1;
                       case (count)
							   3'b001 : begin MRd<=1'b1;
								               ld_pc<=1'b0;
													Inc_pc<=1'b0;
													ld_IR<=1'b0;
													Ld_acc<=1'b0;
													ALU_setup<=1'b0;
													Mwr<=1'b0;
							              end
								3'b010 : begin MRd<=1'b0;
								               ld_pc<=1'b1;
													Inc_pc<=1'b0;
													ld_IR<=1'b0;
													Ld_acc<=1'b0;
													ALU_setup<=1'b0;
													Mwr<=1'b0;
							              end			  
								3'b011 : begin MRd<=1'b0;
								               ld_pc<=1'b0;
													Inc_pc<=1'b1;
													ld_IR<=1'b0;
													Ld_acc<=1'b0;
													ALU_setup<=1'b0;
													Mwr<=1'b0;
							              end			 			  
								3'b100 : begin MRd<=1'b0;
								               ld_pc<=1'b0;
													Inc_pc<=1'b0;
													ld_IR<=1'b1;
													Ld_acc<=1'b0;
													ALU_setup<=1'b0;
													Mwr<=1'b0;
							              end			 			  
								3'b101 : begin MRd<=1'b0;
								               ld_pc<=1'b0;
													Inc_pc<=1'b0;
													ld_IR<=1'b0;
													Ld_acc<=1'b1;
													ALU_setup<=1'b0;
													Mwr<=1'b0;
							              end			 
                        3'b110 : begin MRd<=1'b0;
								               ld_pc<=1'b0;
													Inc_pc<=1'b0;
													ld_IR<=1'b0;
													Ld_acc<=1'b0;
													ALU_setup<=1'b1;
													Mwr<=1'b0;
							              end			 											  
                        3'b111 : begin MRd<=1'b0;
								               ld_pc<=1'b0;
													Inc_pc<=1'b0;
													ld_IR<=1'b0;
													Ld_acc<=1'b0;
													ALU_setup<=1'b0;
													Mwr<=1'b1;
							              end		
							endcase				  
               end 					
	 end
endmodule
`timescale 1ns / 1ps
module instruction_register(
    input [15:0] mdat,
    input clk,ldir,rst,
    output reg [15:3] adir,
    output reg [2:0] opcode
    );
always @(posedge clk)
begin
if (rst)
begin
 adir <= 5'b00000;
 opcode <= 3'b000;
end
else if (!rst && ldir)
begin
 adir <= mdat[15:3];
 opcode <= mdat[2:0];
end
end
endmodule
`timescale 1ns / 1ps
module memory(
    input [31:0] data,
    input [15:0] add,
    input mrd,mwr,rst,clk,
    output reg [31:0] mdata
    );
reg [31:0] mem [15:0];
always @(posedge clk)
begin
      if(rst)
		  begin
		  mdata<=32'd0;
		  end 
     else if(mwr)  
		    mem[add]<=data;
	  else if(mrd)  
	       mdata <= mem[add];
end 
endmodule
`timescale 1ns / 1ps
module program_counter(
    input pclk,rst,ld_pc,inc_pc,
    output reg [4:0] adpc
    );
	always@ (posedge pclk)
	begin
	         if (rst && !ld_pc)
	        		adpc <= 5'b00000;
			      else
					  begin
					     if(inc_pc)
						    adpc<=adpc+1'b1;
						  else
						    adpc<=adpc;
				    end 
	end
endmodule
==> /design/flow/run.sh <==
#!/bin/bash
# OpenROAD 26Q1-2900-gdf79404cd8, Yosys 0.63+post, stock flow scripts
make -C /OpenROAD-flow-scripts/flow DESIGN_CONFIG=/design/flow/config.mk WORK_HOME=/design/flow/orfs finish
==> /design/flow/config.mk <==
export PLATFORM = sky130hd
export DESIGN_NAME = RISC
export DESIGN_NICKNAME = RISC
export VERILOG_FILES = /design/flow/design.v
export SDC_FILE = /design/flow/constraint.sdc
export NUM_CORES = 4
export LEC_CHECK = 1
export CORE_UTILIZATION = 50
==> /design/flow/constraint.sdc <==
current_design RISC

set clk_period 10.2
set clk_io_pct 0.2

create_clock -name clk0 -period $clk_period [get_ports {clk}]

set non_clock_inputs [all_inputs -no_clocks]
set_input_delay [expr $clk_period * $clk_io_pct] -clock clk0 $non_clock_inputs
set_output_delay [expr $clk_period * $clk_io_pct] -clock clk0 [all_outputs]
==> results.yml <==
# synthesis and place-and-route metrics
critical_path:
  crit_type: "in2reg"
  rr_startpoint: "d3.opcode[1]$_SDFFE_PP0P_"
  worstPathMaxFanout: 5
  critPathSlowestCell: "clkdlybuf4s50_1"
  critical_path.top_delay_family: "adder cells"
  end_kind: "flip-flop"
  timing.critical_path.mode_cell: "fa_1"
  reg2reg_slack_ns: 5.45
  critPathRequiredTime_ns: 10.53
  worstPathArrival_ns: 7.19
  r2r_cells: 17
  start_kind: "input port"
  crit_chain: "clkdlybuf4s50_1 > inv_1 > ha_1 > inv_1 > fa_1 > fa_1 > fa_1 > fa_1 > fa_1 > fa_1 > fa_1 > fa_1 > inv_1 > a21o_1 > a21oi_1 > xnor2_1"
  crit_buf_inv: 4
  slowest_delay_ns: 0.56
  rr_endpoint: "d5.alout[30]$_SDFFE_PP0P_"
route:
  first_pass_iters: 7
  antenna_left: 0
  diodes: 0
  remaining_drc_errors: 0
  vias: 16743
  drt_iter0_markers: 973
  wl_per_cell_um: 24.4
  viasPerCell: 5.86
  wl_um: 69800
synth:
  ys.flop_type: "edfxtp_1"
  yosysSeqAreaShare: 0.619
  logic_family: "multiplexers"
  synth-compound-area-share: 0.0738
  fa_ha_area_frac: 0.0657
  xor_area_frac: 0.0191
  synth.distinct_cells: 62
  synth.cell_area_um2: 28900
  yosys_cells: 1945
  synth-simple-area-share: 0.0541
  syn_inst: 1945
  async_flop_share: 0
  yosysWarnings: 6
  synth-area-yosys_um2: 28900
  syn_avg_cell_area_um2: 14.9
  mux_share: 0.140
  edf_count: 525
  ys_ff: 632
clock_tree:
  cts_resized: 0
  clk_pin_slew_ns: 0.06
  clockBufferDepth: 3
  cts_tree: "done"
  clk_latency_ns: 0.58
  cts_root_buffer: "clkbuf_16"
  htreeDepth: 3
  clock_sinks: 632
  numCtsBuffers: 66
  hold_buffers: 0
  post_cts_buffers: 0
sta:
  finClkSkew_ns: 0.0153
  period_used_share: 0.672
  max_slew_margin: 0.414
  setup_viol: 0
  hold_violations: 0
  holdWs_ns: 0.451
  layout_min_cycle_time_ns: 6.86
  rsz0062_at_grt: "false"
  setup_tns_ns: 0
  fmax_mhz: 146
  slew_violations: 0
  worstMarginPinSlew_ns: 0.877
grt:
  grt_pass1_wl_um: 106000
  grt_max_degree: 111
  antenna_found_initial: 0
  grt.total_usage: 0.268
  grt_pass1_vias: 17822
  gr-total-overflow: 0
hold_path:
  min_to: "d6.mdata[19]$_SDFFE_PP0P_"
  hold_class: "reg2reg"
  hold_depth: 2
  min_from: "d6.mdata[19]$_SDFFE_PP0P_"
floorplanning:
  die-area_um2: 58800
  fp_util: 0.509
  core_area_um2: 56800
  io_pins: 120
  die_w_um: 243
  rows: 87
  die_y_um: 243
outcome:
  run_status: "complete, no violations"
placed_design:
  port_buffers: 107
  place.gp.congestion: 0.896
  hpwl_um: 43000
final_layout:
  final_cell_mix: "edfxtp_1, mux4_2, nand2_1"
  logic_area_um2: 10300
  drive_gt1_frac: 0.157
  synthToLayoutAreaGrowth_pct: 13.9
  fillers: 4384
  lay_top_count: "edfxtp_1"
  regArea_um2: 17900
pwr:
  max-vdd-ir-drop_mv: 0.207
  cellLeakagePower_nw: 11.4
  powerDensity_nw_per_um2: 192
flow_run:
  cap_violations: 0
  log.warning_count: 78
-- how the worst max path moves through the flow --
stage	from	endpoint	slack (ns)	cells after the start
CTS	B[0]	d5.temp[4]$_DFFE_PP_	3.30	16
finish	B[0]	d5.temp[4]$_DFFE_PP_	3.34	16
global route	B[0]	d5.temp[4]$_DFFE_PP_	3.10	16
-- synth_stat cells (16+ instances only) --
master	instances	share of area
a211oi_1	35	0.0091
a21oi_1	119	0.021
a31oi_1	24	0.0052
clkbuf_1	86	0.011
dfxtp_1	107	0.074
edfxtp_1	525	0.54
fa_1	25	0.017
ha_1	112	0.048
inv_1	108	0.014
mux2i_1	45	0.016
mux4_2	160	0.12
nand2_1	155	0.020
nor2_1	112	0.015
nor3_1	18	0.0031
o21ai_0	58	0.010
xnor2_1	47	0.014
xor2_1	16	0.0048
-- flip-flops by register name, indices dropped and copies added, names as in the netlist, 3 cells and up --
name	flops
d4.acout	32
d6.mem	512
d3.opcode	3
d1.count	3
d5.alout	32
d5.temp	6
d2.adpc	5
d6.mdata	32
-- layer usage --
layer,up-vias,share of wire,GRT usage,routed length (um)
li1,7660,-,-,-
met2,933,0.47,0.389,32400
met1,8015,0.36,0.370,25300
met4,6,0.029,0.0607,2040
met5,-,0.0024,0.0327,167
met3,129,0.14,0.162,9810
-- report_power, final --
part           switching (W)  internal (W)
Combinational       0.000521      0.000455
Sequential          0.000165       0.00296
Clock               0.000956       0.00128
Total                0.00164       0.00470
-- final cells by class --
type                            instances  area share
Multi-Input combinational cell       1096       0.313
Sequential cell                       632       0.543
Inverter                              108      0.0123
Tap cell                              756      0.0287
Clock buffer                           91      0.0554
Timing Repair Buffer                  148      0.0417
Clock inverter                         26     0.00528
-- worst register-to-register path: cells and delay by family (launching register included) --
kind | cells | cell delay (ns)
buffers and inverters | 3 | 0.97
DFF | 1 | 0.31
adders and majority gates | 1 | 0.37
and+or+nand+nor | 6 | 1.31
AOI/OAI and AO/OA | 6 | 1.55
xor gates and xnor gates | 1 | 0.14
-- stage by stage --
step	total power (W)	worst slack [ns]	utilization	instances	cell area, um2
after global placement	0.00415	2.70	0.545	2740	31000
after global routing	0.00664	3.10	0.580	2857	33000
after CTS	0.00640	3.30	0.580	2857	33000
final	0.00634	3.34	0.580	2857	33000
after detailed placement	0.00416	2.69	0.545	2740	31000
after floorplan	0.00383	3.55	-	1945	28900
-- cells by family (layout without fill, tap and decap cells) --
kind of cell             after synthesis  in the layout
buffers and inverters                217            373
XOR/XNOR                              63             63
flip-flops                           632            632
adder cells (fa/ha/maj)              137            137
multiplexers                         205            205
AND-OR/OR-AND                        332            332
AND/OR/NAND/NOR                      359            359
Power and IR drop assume default switching activity.
